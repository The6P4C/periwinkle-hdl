### flow/design.v
`default_nettype none
module alu_op_cell(
	input i_clk,
	input i_data_valid,
	input [31:0] i_data,
	input i_result_empty,
	output o_result_valid,
	output [31:0] o_result,
	output [31:0] o_op_a,
	output [31:0] o_op_b,
	input [31:0] i_op_result
);
	reg [32:0] op_cell = {1'b0, 32'b0};
	wire op_cell_empty = !op_cell[32];
	wire [31:0] op_cell_value = op_cell[31:0];
	assign o_result_valid = !op_cell_empty;
	assign o_result = op_cell_value;
	assign o_op_a = i_data;
	assign o_op_b = op_cell_value;
	always @(posedge i_clk) begin
		if (i_data_valid) begin
			if (op_cell_empty) begin
				op_cell <= {1'b1, i_data};
			end else begin
				op_cell <= {1'b1, i_op_result};
			end
		end else if (i_result_empty && o_result_valid) begin
			op_cell <= {1'b0, 32'b0};
		end
	end
endmodule
module alu_op_cell_plus(
	input i_clk,
	input i_data_valid,
	input [31:0] i_data,
	input i_result_empty,
	output o_result_valid,
	output [31:0] o_result
);
	wire [31:0] op_a;
	wire [31:0] op_b;
	wire [31:0] op_result = op_a + op_b;
	alu_op_cell op_cell (
		.i_clk(i_clk),
		.i_data_valid(i_data_valid),
		.i_data(i_data),
		.i_result_empty(i_result_empty),
		.o_result_valid(o_result_valid),
		.o_result(o_result),
		.o_op_a(op_a),
		.o_op_b(op_b),
		.i_op_result(op_result)
	);
endmodule
module alu_op_cell_and(
	input i_clk,
	input i_data_valid,
	input [31:0] i_data,
	input i_result_empty,
	output o_result_valid,
	output [31:0] o_result
);
	wire [31:0] op_a;
	wire [31:0] op_b;
	wire [31:0] op_result = op_a & op_b;
	alu_op_cell op_cell (
		.i_clk(i_clk),
		.i_data_valid(i_data_valid),
		.i_data(i_data),
		.i_result_empty(i_result_empty),
		.o_result_valid(o_result_valid),
		.o_result(o_result),
		.o_op_a(op_a),
		.o_op_b(op_b),
		.i_op_result(op_result)
	);
endmodule
module alu_op_cell_or(
	input i_clk,
	input i_data_valid,
	input [31:0] i_data,
	input i_result_empty,
	output o_result_valid,
	output [31:0] o_result
);
	wire [31:0] op_a;
	wire [31:0] op_b;
	wire [31:0] op_result = op_a | op_b;
	alu_op_cell op_cell (
		.i_clk(i_clk),
		.i_data_valid(i_data_valid),
		.i_data(i_data),
		.i_result_empty(i_result_empty),
		.o_result_valid(o_result_valid),
		.o_result(o_result),
		.o_op_a(op_a),
		.o_op_b(op_b),
		.i_op_result(op_result)
	);
endmodule
module alu_op_cell_xor(
	input i_clk,
	input i_data_valid,
	input [31:0] i_data,
	input i_result_empty,
	output o_result_valid,
	output [31:0] o_result
);
	wire [31:0] op_a;
	wire [31:0] op_b;
	wire [31:0] op_result = op_a ^ op_b;
	alu_op_cell op_cell (
		.i_clk(i_clk),
		.i_data_valid(i_data_valid),
		.i_data(i_data),
		.i_result_empty(i_result_empty),
		.o_result_valid(o_result_valid),
		.o_result(o_result),
		.o_op_a(op_a),
		.o_op_b(op_b),
		.i_op_result(op_result)
	);
endmodule
module alu(
	input i_clk,
	input [1:0] i_input_op,
	input i_data_valid,
	input [31:0] i_data,
	input [1:0] i_output_op,
	input i_result_empty,
	output reg o_result_valid,
	output reg [31:0] o_result,
	output [4:0] o_result_flags
);
	parameter OP_PLUS = 2'b00;
	parameter OP_AND = 2'b01;
	parameter OP_OR = 2'b10;
	parameter OP_XOR = 2'b11;
	reg data_valid_plus;
	reg result_empty_plus;
	wire result_valid_plus;
	wire [31:0] result_plus;
	alu_op_cell_plus op_cell_plus (
		.i_clk(i_clk),
		.i_data_valid(data_valid_plus),
		.i_data(i_data),
		.i_result_empty(result_empty_plus),
		.o_result_valid(result_valid_plus),
		.o_result(result_plus)
	);
	reg data_valid_and;
	reg result_empty_and;
	wire result_valid_and;
	wire [31:0] result_and;
	alu_op_cell_and op_cell_and (
		.i_clk(i_clk),
		.i_data_valid(data_valid_and),
		.i_data(i_data),
		.i_result_empty(result_empty_and),
		.o_result_valid(result_valid_and),
		.o_result(result_and)
	);
	reg data_valid_or;
	reg result_empty_or;
	wire result_valid_or;
	wire [31:0] result_or;
	alu_op_cell_or op_cell_or (
		.i_clk(i_clk),
		.i_data_valid(data_valid_or),
		.i_data(i_data),
		.i_result_empty(result_empty_or),
		.o_result_valid(result_valid_or),
		.o_result(result_or)
	);
	reg data_valid_xor;
	reg result_empty_xor;
	wire result_valid_xor;
	wire [31:0] result_xor;
	alu_op_cell_xor op_cell_xor (
		.i_clk(i_clk),
		.i_data_valid(data_valid_xor),
		.i_data(i_data),
		.i_result_empty(result_empty_xor),
		.o_result_valid(result_valid_xor),
		.o_result(result_xor)
	);
	always @(*) begin
		data_valid_plus = i_data_valid && i_input_op == OP_PLUS;
		data_valid_and = i_data_valid && i_input_op == OP_AND;
		data_valid_or = i_data_valid && i_input_op == OP_OR;
		data_valid_xor = i_data_valid && i_input_op == OP_XOR;
	end
	always @(*) begin
		result_empty_plus = i_result_empty && i_output_op == OP_PLUS;
		result_empty_and = i_result_empty && i_output_op == OP_AND;
		result_empty_or = i_result_empty && i_output_op == OP_OR;
		result_empty_xor = i_result_empty && i_output_op == OP_XOR;
		case (i_output_op)
			OP_PLUS: begin
				o_result_valid = result_valid_plus;
				o_result = result_plus;
			end
			OP_AND: begin
				o_result_valid = result_valid_and;
				o_result = result_and;
			end
			OP_OR: begin
				o_result_valid = result_valid_or;
				o_result = result_or;
			end
			OP_XOR: begin
				o_result_valid = result_valid_xor;
				o_result = result_xor;
			end
		endcase
	end
	assign o_result_flags = {
		^o_result,  
		~|o_result,  
		1'b0,  
		o_result[31],  
		1'b0  
	};
endmodule
### flow/run.sh
#!/bin/bash
# OpenROAD 26Q1-2900-gdf79404cd8, Yosys 0.63+post, stock flow scripts
make -C /OpenROAD-flow-scripts/flow DESIGN_CONFIG=/design/flow/config.mk WORK_HOME=/design/flow/orfs finish
### flow/config.mk
export PLATFORM = sky130hd
export DESIGN_NAME = alu
export DESIGN_NICKNAME = alu
export VERILOG_FILES = /design/flow/design.v
export SDC_FILE = /design/flow/constraint.sdc
export NUM_CORES = 4
export LEC_CHECK = 1
export CORE_UTILIZATION = 30
### flow/constraint.sdc
current_design alu

set clk_period 13.2
set clk_io_pct 0.2

create_clock -name clk0 -period $clk_period [get_ports {i_clk}]

set non_clock_inputs [all_inputs -no_clocks]
set_input_delay [expr $clk_period * $clk_io_pct] -clock clk0 $non_clock_inputs
set_output_delay [expr $clk_period * $clk_io_pct] -clock clk0 [all_outputs]
==> impl_metrics.env <==
# source this file to load flow results
export IMPL_numSynthFlops=132
export IMPL_synth_top_flop_cell="edfxtp_1"
export IMPL_hold_slack_ns=0.583
export IMPL_cts_setup_buffers=0
export IMPL_clockBufferDepth=2
export IMPL_endpoint_kind="primary output"
export IMPL_grt_overflow=0
export IMPL_p_leak_nw=3.84
export IMPL_grt_use_total_pct=17.5
export IMPL_die_y_um=172
export IMPL_synth_chip_area_mm2=0.00867
export IMPL_num_fill_cells=2776
export IMPL_rsz0062_at_grt="no"
export IMPL_synth_cells=831
export IMPL_dpl_hpwl_um=16400
export IMPL_top_area_share_pct=45.7
export IMPL_area_leaders="edfxtp_1, mux4_2, ha_1, nor2_1, xor2_1"
export IMPL_io_pins=77
export IMPL_peakVddDrop_uv=80.4
export IMPL_yosys_area_top_type="edfxtp_1"
export IMPL_arrival_ns=5.60
export IMPL_worst_pin_slew_ns=0.899
export IMPL_path_clk_slew_ns=0.05
export IMPL_ys_async_sr_fraction_pct=0
export IMPL_drive_gt1_share_pct=9.76
export IMPL_row_count=61
export IMPL_crit_fanout=37
export IMPL_post_route_min_period_ns=8.24
export IMPL_cts_buffers=17
export IMPL_ys_seq_share_pct=45.7
export IMPL_hold_viol_final=0
export IMPL_drc=0
export IMPL_ant_nets=0
export IMPL_edf_count=132
export IMPL_clock_sinks=132
export IMPL_ys_cells=831
export IMPL_fp_util_pct=30.9
export IMPL_cp_start_kind="primary input"
export IMPL_avgSynthCellArea_um2=10.4
export IMPL_cts_root_buf="clkbuf_16"
export IMPL_grt_max_degree=38
export IMPL_seq_power_share_pct=40.2
export IMPL_cp_required_ns=10.56
export IMPL_yosys_warnings=2
export IMPL_dieArea_mm2=0.0296
export IMPL_cts_hold_buf=0
export IMPL_vias_per_cell=5.13
export IMPL_gp_congestion=0.900
export IMPL_utilization_pct=36.9
export IMPL_slew_violations=0
export IMPL_status="completed"
export IMPL_first_iter_violations=383
export IMPL_fin_setup_tns_ns=0
export IMPL_grt_pass1_wl_um=37400
export IMPL_grt_antenna_before_repair=0
export IMPL_clkPwrFrac_pct=38.6
export IMPL_warnings=25
export IMPL_worstSetupPathType="primary input to primary output"
export IMPL_vias=6570
export IMPL_finalCritPeriodShare_pct=62.4
export IMPL_clock_fmax_ghz=0.121
export IMPL_swShare_pct=26.1
export IMPL_fp_dieW_um=172
export IMPL_cap_viol_max_count=0
export IMPL_cellPowerDensity_mw_per_mm2=117
export IMPL_cts_htree_levels=4
export IMPL_area_delta_synth_final_pct=19.7
export IMPL_core_area_mm2=0.0281
export IMPL_io_buffers=74
export IMPL_skew_ns=0.00730
export IMPL_p_int_w=0.000895
export IMPL_cts_tree="yes"
export IMPL_setup_viol=0
export IMPL_grt_pass1_vias=6500
export IMPL_p_total_w=0.00121
export IMPL_comb_power_share_pct=21.2
export IMPL_wirelength_um=23900
export IMPL_hold_class="flip-flop to flip-flop"
export IMPL_clock_latency_late_pin_ns=0.42
export IMPL_diodes=0
export IMPL_avgRoutedWirePerCell_um=18.7
export IMPL_slew_headroom_pct=39.9
export IMPL_top_cells_by_count="edfxtp_1, nor2_1, nand2_1"
export IMPL_syn_area_mm2=0.00867
export IMPL_p_sw_w=0.000316
export IMPL_drtPass1Iterations=5
export IMPL_cts_repair_resized=0
export IMPL_ys_types=60
==> flip-flops by register name (all words and copies together) (netlist names) <==
signal	count
op_cell_and.op_cell.op_cell	33
op_cell_or.op_cell.op_cell	33
op_cell_plus.op_cell.op_cell	33
op_cell_xor.op_cell.op_cell	33
==> cell usage in the layout, fill, tap and decap left out, types with 16 or more instances in the layout <==
cell / count
mux4_2: 33
ha_1: 47
o21ai_0: 50
buf_4: 17
xnor2_1: 30
edfxtp_1: 132
mux2i_1: 16
a21oi_1: 63
xor2_1: 39
nand2_1: 68
clkbuf_16: 17
clkdlybuf4s50_1: 72
nor2_1: 132
inv_1: 46
==> cells by family after synthesis <==
| logic type | Yosys count | share of synthesized area [%] |
|---|---|---|
| and+or+nand+nor | 262 | 13.2 |
| xor gates and xnor gates | 69 | 6.97 |
| DFF | 132 | 45.7 |
| other | 1 | 0.0433 |
| AOI/OAI and AO/OA | 173 | 12.1 |
| buffers and inverters | 97 | 4.58 |
| adders and majority gates | 48 | 7.01 |
| muxes | 49 | 10.4 |
==> metal layers <==
layer	track usage [%]	vias up	wire length, µm
li1	-	3133	-
met3	6.83	8	2240
met4	1.31	0	148
met5	0	-	0
met2	25.9	243	10700
met1	26.3	3186	10900
==> metrics by stage <==
step	setup slack, ns	cells	instance area [µm²]
4_1_cts	4.88	1280	10400
3_5_place_dp	4.90	1250	9800
5_1_grt	4.72	1280	10400
2_1_floorplan	5.47	832	8670
3_3_place_gp	4.92	1250	9800
6_report	4.96	1280	10400
==> power by group through the flow <==
stage	registers, W	logic [W]	clock network [W]
6_report	0.000487	0.000257	0.000467
4_1_cts	0.000487	0.000261	0.000476
5_1_grt	0.000489	0.000285	0.000493
==> critical path, cell delays in order <==
cell             delay, ns
buf_2                 0.08
buf_4                 0.57
mux4_2                0.61
inv_1                 0.08
ha_1                  0.23
xnor2_1               0.29
xnor2_1               0.15
xnor2_1               0.16
xnor2_1               0.25
clkdlybuf4s50_1       0.51
==> final cells by class <==
class	instances	area [µm²]	share of cell area [%]
clock inverter	12	140	1.35
timing repair buffer	91	858	8.27
clock buffer	18	429	4.14
sequential	132	3960	38.2
tap	378	473	4.56
multi-input combinational	603	4340	41.8
inverter	46	173	1.66
==> final timing paths <==
path	start	to	slack, ns	depth (start not counted)
worst min-delay path	op_cell_or.op_cell.op_cell[9]	op_cell_or.op_cell.op_cell[9]	0.58	2
worst max register to register	op_cell_plus.op_cell.op_cell[0]	op_cell_plus.op_cell.op_cell[30]	10.09	11
worst min register to register	op_cell_or.op_cell.op_cell[9]	op_cell_or.op_cell.op_cell[9]	0.58	2
worst max-delay path	i_output_op[0]	o_result_flags[4]	4.96	10
Power figures rest on the tool's default switching activity, not on a simulated workload.
